==> flow/design.v <==
module adder
    (
        input [31:0]pc,
        output reg [31:0] pc_next
    );
assign pc_next=pc+1;
endmodule
==> flow/run.sh <==
#!/bin/bash
# OpenROAD 26Q1-2900-gdf79404cd8, Yosys 0.63+post, stock flow scripts
make -C /OpenROAD-flow-scripts/flow DESIGN_CONFIG=/design/flow/config.mk WORK_HOME=/design/flow/orfs finish
==> flow/config.mk <==
export PLATFORM = sky130hd
export DESIGN_NAME = adder
export DESIGN_NICKNAME = adder
export VERILOG_FILES = /design/flow/design.v
export SDC_FILE = /design/flow/constraint.sdc
export NUM_CORES = 4
export LEC_CHECK = 1
export CORE_AREA = 10 10 70 70
export DIE_AREA = 0 0 80 80
==> flow/constraint.sdc <==
current_design adder

set clk_period 6.2
set clk_io_pct 0.2

create_clock -name clk0 -period $clk_period

set non_clock_inputs [all_inputs -no_clocks]
set_input_delay [expr $clk_period * $clk_io_pct] -clock clk0 $non_clock_inputs
set_output_delay [expr $clk_period * $clk_io_pct] -clock clk0 [all_outputs]
==> results.rst <==
Synthesis and place-and-route
=============================

.. list-table::
   :header-rows: 1

   * - Metric
     - Value
   * - Run status
     - completed
   * - Dominant combinational family
     - simple AND/OR/NAND/NOR gates
   * - Iteration-0 DRC count of the detailed router
     - 23
   * - Yosys warning total
     - 1
   * - Placed cells
     - approximately 200
   * - Registers
     - 0
   * - Critical path startpoint category
     - input port
   * - Number of warnings the tools reported
     - 32
   * - Total length of routed met3 wires
     - between 200 and 300 µm
   * - Total die area
     - 6400 µm²
   * - Final number of hold-violating endpoints
     - 0
   * - Initial antenna violation count
     - 0
   * - Top-area cell share
     - 24.3%
   * - Average size of a mapped cell
     - just over 7 µm²
   * - Hold/Removal Path Class
     - input port to output pin
   * - GP Congestion
     - between 0.7 and 0.8
   * - Via density per instance
     - roughly 4.3
   * - Global-route wire length before repair
     - 4290 µm
   * - Largest net degree at the start of global routing
     - 12
   * - Yosys stat cell total
     - roughly 96
   * - Category of the worst setup path capture point
     - output pin
   * - Post-placement worst setup slack
     - between 1 and 1.5 ns
   * - Final critical path time including I/O delays and setup
     - roughly 4.8 ns
   * - Arrival time of the worst setup path
     - between 3 and 4 ns
   * - Sequential cell area in the final layout
     - 0 µm²
   * - DRC violations left
     - 0
   * - Uppermost layer routed
     - met3
   * - Largest cells by area
     - sky130_fd_sc_hd__xor2_1 (24%), sky130_fd_sc_hd__xnor2_1 (14%), sky130_fd_sc_hd__nand3_1 (7.3%)
   * - Share of cell area taken by muxes after synthesis
     - 0%
   * - Clock buffer instance count of the final layout
     - 0
   * - Portion of the clock cycle consumed by the worst path in the final layout
     - 76.7%
   * - Worst Hold Path Cells
     - 3
   * - Area fraction in and, or, nand and nor cells after synthesis
     - about 54%
   * - Max rail drop VDD
     - around 0.02 mV
   * - Number of optimization iterations in the first detailed-route pass
     - 3
   * - Input/output buffers
     - approximately 64
   * - Cell type contributing the most total cell area after synthesis
     - sky130_fd_sc_hd__xor2_1
   * - Routed Antenna Nets
     - 0
   * - CORE AREA
     - 3420 µm²
   * - Total count of max-transition violations in the final report
     - 0
   * - Adders+Majority by Area
     - under 10%
   * - Initial Util
     - between 20% and 30%
   * - Slew at the pin closest to its max-slew limit
     - about 0.48 ns
   * - Accumulated negative setup slack
     - 0 ns
   * - Fraction of final layout cells with drive strength greater than 1
     - 5.13%
   * - Horizontal die size
     - ~80 µm
   * - Seq/Total Area, Yosys
     - 0%
   * - Hold slack
     - about 3.4 ns
   * - Vias post-DR
     - 871
   * - Post-CTS Hold Fix Bufs
     - 0
   * - Met2 layer wire length in the routed design
     - about 1300 µm
   * - Layout Cells excl Fill
     - just over 200
   * - Largest driver fanout on the critical path
     - 8
   * - Ranking of synthesized cells by instance count
     - sky130_fd_sc_hd__xor2_1 (19), sky130_fd_sc_hd__xnor2_1 (11), sky130_fd_sc_hd__nand3_1 (10)
   * - Setup repair after global routing missed its margin
     - no
   * - Most instantiated library cell after synthesis
     - sky130_fd_sc_hd__xor2_1
   * - Total power density per cell area
     - 48.1 nW/µm²
   * - Resize count post-CTS
     - 0
   * - Final total power
     - about 65 µW
   * - Kind of critical path
     - input port to output pin
   * - Number of fill cells in the layout
     - 343
   * - Post-detailed-routing wire length
     - between 2000 and 3000 µm
   * - I/O pin count
     - about 64
   * - Core Rows
     - 21
   * - Synthesized-area fraction occupied by ao, oa, aoi and oai cells
     - 0%
   * - Relative slew slack
     - around 68%
   * - Number of global-route vias before repair
     - a little over 900
   * - Max Clk Rate
     - 210 MHz
   * - Max-cap violations
     - 0
   * - Synthesized instance count
     - about 96
   * - Ant diodes
     - 0
   * - Final worst slack
     - about 1.4 ns
   * - Detailed-routing wirelength on met1
     - ~1100 µm
   * - # setup viols final
     - 0
   * - Total routing usage reported by global routing
     - around 7.9%
   * - Synthesized chip area reported by yosys
     - between 600 and 700 µm²
   * - Die boundary height
     - 80 µm
   * - Gr ovfl total
     - 0
   * - Buffers inserted during post-CTS setup optimization
     - 0
   * - Area fraction in xor and xnor cells
     - between 30% and 40%
   * - Half-perimeter wire length of the detailed placement result
     - between 2000 and 2500 µm
   * - Number of distinct library cells after synthesis
     - 20
   * - Required time of the critical path
     - around 5.0 ns
   * - Layout overhead on the synthesized area
     - 98.7%
   * - Static leakage
     - around 0.48 nW
   * - Wire length per cell
     - about 13 µm
   * - Netlist area before placement
     - 684 µm²
==> kinds of logic after synthesis <==
family,Yosys count
AND/OR/NAND/NOR,57
XOR/XNOR,30
buffers and inverters,8
adder cells (fa/ha/maj),1
==> power by group <==
| group | leakage (nW) | switching [mW] | internal (mW) |
|---|---|---|---|
| clock network | 0 | 0 | 0 |
| logic | 0.476 | 0.0203 | 0.0451 |
| registers | 0 | 0 | 0 |
==> worst max-delay path, cell delays in order <==
cell                              delay, ns
sky130_fd_sc_hd__clkdlybuf4s50_1       0.54
sky130_fd_sc_hd__ha_1                  0.26
sky130_fd_sc_hd__and3_1                0.30
sky130_fd_sc_hd__nand3_2               0.21
sky130_fd_sc_hd__nor4_1                0.31
sky130_fd_sc_hd__xor2_1                0.17
sky130_fd_sc_hd__clkdlybuf4s50_1       0.48
==> final cells by class <==
class              instances  area [µm²]  share of cell area [%]
inverters                  4        15.0                    1.10
multi-input cells         88         647                    47.6
well taps                 46        57.6                    4.23
repair buffers            64         641                    47.1
==> placed cells by master, fill, tap and decap left out, drive strengths merged <==
master,netlist,layout
and4,5,5
and3,5,5
nand3,13,13
nor2b,1,1
xor2,19,19
nor2,4,4
ha,1,1
clkdlybuf4s50,0,64
xnor2,11,11
nor4,10,10
nand4,4,4
inv,4,4
nor3,4,4
nand2,10,10
nor3b,1,1
==> metal layers <==
layer | vias to the layer above | track usage [%]
met3 | 0 | 2.95
met4 | 0 | 0
met1 | 377 | 9.23
li1 | 468 | -
met5 | - | 0
met2 | 26 | 14.1
==> worst paths after layout <==
path / startpoint / to / slack, ns
hold / removal: pc[29] / pc_next[29] / 3.43
setup / recovery: pc[0] / pc_next[28] / 1.45
==> through the flow <==
| step | utilization (%) | area (µm²) |
|---|---|---|
| 5_1_grt | 39.8 | 1360 |
| 3_3_place_gp | 39.8 | 1360 |
| 6_report | 39.8 | 1360 |
| 3_5_place_dp | 39.8 | 1360 |
| 2_1_floorplan | - | 684 |
| 4_1_cts | 39.8 | 1360 |
Power is estimated from default activity; no workload was simulated.
